<file path="flow/design.v">
`timescale 1ns / 1ps
module Adder(
    input A,
    input B,
    input Cin,
    output S,
    output Cout
);
    assign S = A ^ B ^ Cin;   
    assign Cout = (A & B) | (B & Cin) | (A & Cin);  
endmodule
`timescale 1ns / 1ps
module FlipFlop(
    input D,
    input clk,
    input reset,
    output reg Q
    );
    always @(posedge clk)
    begin
        if (reset == 1'b1)
        begin
            Q <= 1'b0;
        end
        else
        begin
            Q <= D;
        end
    end
endmodule
`timescale 1ns / 1ps
module Register(
    input [7:0] Din,
    input clk,
    input reset,
    output [7:0] Dout
    );
    FlipFlop F1(Din[7], clk, reset, Dout[7]);
    FlipFlop F2(Din[6], clk, reset, Dout[6]);
    FlipFlop F3(Din[5], clk, reset, Dout[5]);
    FlipFlop F4(Din[4], clk, reset, Dout[4]);
    FlipFlop F5(Din[3], clk, reset, Dout[3]);
    FlipFlop F6(Din[2], clk, reset, Dout[2]);
    FlipFlop F7(Din[1], clk, reset, Dout[1]);
    FlipFlop F8(Din[0], clk, reset, Dout[0]);
endmodule
`timescale 1ns / 1ps
module RippleCarryAdder(
    input [7:0] A,
    input [7:0] B,
    input Cin,
    output [7:0] Out,
    output Cout
    );
    wire C1;
    Adder A1(A[0], B[0], Cin, Out[0], C1);
    wire C2;
    Adder A2(A[1], B[1], C1, Out[1], C2);
    wire C3;
    Adder A3(A[2], B[2], C2, Out[2], C3);
    wire C4;
    Adder A4(A[3], B[3], C3, Out[3], C4);
    wire C5;
    Adder A5(A[4], B[4], C4, Out[4], C5);
    wire C6;
    Adder A6(A[5], B[5], C5, Out[5], C6);
    wire C7;
    Adder A7(A[6], B[6], C6, Out[6], C7);
    Adder A8(A[7], B[7], C7, Out[7], Cout);
endmodule
`timescale 1ns / 1ps
module Top(
    input [7:0] A,
    input [7:0] B,
    input Cin,
    input clk,
    input reset,
    output [7:0] Sout,
    output Cout
    );
    wire [7:0] A_reg, B_reg;
    Register R1(A, clk, reset, A_reg);
    Register R2(B, clk, reset, B_reg);
    wire [7:0] Out;
    wire carryout;
    RippleCarryAdder RCA(A_reg, B_reg, Cin, Out, carryout);
    Register Rout(Out, clk, reset, Sout);
    FlipFlop Fout(carryout, clk, reset, Cout);
endmodule
</file>
<file path="flow/run.sh">
#!/bin/bash
# OpenROAD 26Q1-2900-gdf79404cd8, Yosys 0.63+post, stock flow scripts
make -C /OpenROAD-flow-scripts/flow DESIGN_CONFIG=/design/flow/config.mk WORK_HOME=/design/flow/orfs finish
</file>
<file path="flow/config.mk">
export PLATFORM = sky130hd
export DESIGN_NAME = Top
export DESIGN_NICKNAME = Top
export VERILOG_FILES = /design/flow/design.v
export SDC_FILE = /design/flow/constraint.sdc
export NUM_CORES = 4
export LEC_CHECK = 1
export CORE_AREA = 10 10 84 84
export DIE_AREA = 0 0 94 94
</file>
<file path="flow/constraint.sdc">
current_design Top

set clk_period 2.2
set clk_io_pct 0.2

create_clock -name clk0 -period $clk_period [get_ports {clk}]

set non_clock_inputs [all_inputs -no_clocks]
set_input_delay [expr $clk_period * $clk_io_pct] -clock clk0 $non_clock_inputs
set_output_delay [expr $clk_period * $clk_io_pct] -clock clk0 [all_outputs]
</file>
==> reports/results.tsv <==
stage	metric	value	unit
routing	detailed-route vias per instance	2.96	
clock_network	H-tree lvl count	1	
finish	combinational gate area	328	sq um
global_routing	pin count of the biggest net entering global routing	26	
worst_hold_path	Hold Crit Class	reg -> reg	
setup_path	worst path arrival time	3.48	ns
sta	measured slew at the worst slew-check pin	0.247	ns
sta	final max-slew violation count	0	
floorplanning	number of top-level pins	28	
sta	Final Hold Fails	0	
yosys	warning count from the yosys run	1	
setup_path	type of the setup path with the least slack	in -> reg	
finish	cell area after layout	0.00128	sq mm
yosys	top cells by area in the synthesized netlist	dfxtp_1 55%, fa_1 18%, nor2b_1 14%, buf_4 8.2%, inv_1 2.9%	
pwr	Leak	0.000478	uW
clock_network	post-CTS clock slew at the launch and capture registers of the worst setup and hold paths	0.08	ns
global_routing	number of antenna violations at the first check in global routing	0	
setup_path	type of destination of the critical path	flip-flop	
routing	Antenna Nets Post-Route	0	
yosys	area share of the largest cell type after synthesis	54.9	%
yosys	number of register bits inferred by synthesis	25	
floorplanning	Die Outline Area	0.00884	sq mm
global_routing	number of global-route vias before repair	536	
clock_network	number of sinks handled by clock tree synthesis	25	
flow_run	OpenROAD warning count	28	
flow_run	MaxCap Viol Count	0	
sta	setup clock skew after layout	0.00642	ns
status	run status	finished, violations left	
sta	Min Hold Slack	0.589	ns
sta	Slew HR	83.5	%
routing	average wire length per cell after detail routing	9.14	um
routing	violation tally from detailed-route iteration zero	1	
yosys	post-synth cell types	7	
finish	Area growth, synth to finish	39.9	%
finish	register area	500	sq um
yosys	Post-synth seq share	54.9	%
floorplanning	width of the die	94	um
finish	count of filler cells inserted in the layout	561	
yosys	Synth Instances	75	
routing	routed via count	495	
sta	Final WS setup	-1.08	ns
setup_path	top fanout value on the critical path	1	
pwr	power density normalized to cell area	688	mW/mm^2
clock_network	largest buffer count on any clock path	2	
yosys	cell area after synthesis	912	sq um
placement	total cell area at the placement stage	0.00123	sq mm
sta	number of setup violations in the final report	5	
placement	dpl ws	-1.85	ns
sta	Max Clock Freq	305	MHz
routing	final antenna diode count	0	
floorplanning	pre-placement core utilization	17.5	%
routing	post-detailed-route DRC marker count	0	
placement	routability congestion estimate from global placement	0.691	
sta	fin crit share	149	%
yosys	cell total in the yosys stat output	75	
floorplanning	Row Count	26	
routing	First-pass DRT Iterations	2	
sta	Setup Total Neg Slack	-3.34	ns
global_routing	first-pass GRT wire length	2540	um
pwr	IR drop worst, VDD	0.292	mV
clock_network	CTS buffer count	3	
sta	minimum period implied by the final worst setup slack	3.28	ns
floorplanning	core box area	0.00520	sq mm
status	violated checks	negative setup slack	
floorplanning	vertical die size	94	um
global_routing	grt ovf	0	
clock_network	clock tree from TritonCTS	yes	
placement	estimated wirelength of the detail-placed design	1240	um
clock_network	Setup Fix Bufs, Post-CTS	0	
setup_path	data required time of the worst path	2.40	ns
global_routing	global router's overall resource usage	3.73	%
routing	total wire length	1530	um
clock_network	cell at the root of the clock tree	clkbuf_8	
clock_network	Skew-Pair Late Insertion Delay	0.27	ns
placement	# port buffers	27	
yosys	Avg Synthesized Cell Area	12.2	sq um
setup_path	launching element type of the critical path	primary input	
finish	share of final-layout standard cells stronger than drive strength 1	18.6	%
yosys	yosys-reported design area after synthesis	912	sq um
sta	unrepaired setup endpoints after global routing	yes	
yosys	library cell occupying the most area in the post-synthesis netlist	dfxtp_1	
==> report_power, final <==
part           internal, uW  total [uW]  switching, uW
registers               484         495           11.6
logic                  79.9         111           31.6
clock network           128         271            143
total                   692         878            187
==> area by class of cell <==
class	count	area share [%]
Sequential cell	25	39.2
Tap cell	70	6.86
Inverter	7	3.04
Clock buffer	3	3.24
Multi-Input combinational cell	33	25.7
Timing Repair Buffer	28	21.4
Clock inverter	1	0.588
==> cell families (layout without fill, tap and decap cells) <==
family / Yosys count / in the layout / synth area share (%)
buffers and inverters: 17 / 39 / 11.1
and+or+nand+nor: 25 / 25 / 16.5
DFF: 25 / 25 / 54.9
adders and majority gates: 8 / 8 / 17.6
==> path summary, 6_finish.rpt <==
| path | startpoint | to | slack (ns) | depth (start not counted) |
|---|---|---|---|---|
| max | Cin | Rout.F1.Q | -1.08 | 13 |
| min | R2.F1.Q | Rout.F1.Q | 0.59 | 3 |
| max reg2reg | R1.F8.Q | Rout.F1.Q | -1.07 | 12 |
| min reg2reg | R2.F1.Q | Rout.F1.Q | 0.59 | 3 |
==> synthesized netlist by cell type <==
cell     instances
inv_1            7
nor2_1           3
fa_1             8
nor2b_1         21
buf_4           10
and2b_1          1
dfxtp_1         25
==> layer usage <==
| metal | track usage [%] | share of wire [%] |
|---|---|---|
| met5 | 0 | 0 |
| met4 | 0.253 | 0 |
| met3 | 2.67 | 15 |
| met2 | 6.11 | 47 |
| met1 | 4.01 | 38 |
==> what timing repair did <==
item / 4_1_cts / 5_1_grt
setup endpoints to repair: 6 / 5
hold buffers: 0 / 0
resized: 5 / 1
pin swaps: 2 / 1
==> placed cells by master, fill, tap and decap left out, drive strengths merged <==
cell,Yosys,layout
clkdlybuf4s50,0,26
dfxtp,25,25
nor2b,21,21
fa,8,8
inv,7,7
nor2,3,3
clkbuf,0,3
buf,10,2
and2b,1,1
clkinvlp,0,1
==> critical path, stage by stage <==
cell and delay (ns):
buf_2 0.15, inv_12 0.05, fa_2 0.19, inv_2 0.04
fa_2 0.34, fa_2 0.35, fa_2 0.34, fa_2 0.35
fa_2 0.34, fa_2 0.34, inv_2 0.06, fa_1 0.39
nor2_1 0.09
==> through the flow <==
stage               instances  total power, uW  util [%]
floorplan                  75              568         -
global placement          163              619      23.7
detailed placement        163              624      23.7
CTS                       167              898      24.5
global route              167              931      24.5
finish                    167              878      24.5
No activity file was given, so power comes from the tool's default toggle rates.
